==> design/flow/design.v <==
module MUX8to1 #(parameter W = 8)(
input [2:0] select,
input wire [W-1:0] mux_in_0,
input wire [W-1:0] mux_in_1,
input wire [W-1:0] mux_in_2,
input wire [W-1:0] mux_in_3,
input wire [W-1:0] mux_in_4,
input wire [W-1:0] mux_in_5,
input wire [W-1:0] mux_in_6,
input wire [W-1:0] mux_in_7,
output reg [W-1:0] mux_out
);
always@(mux_in_0 or mux_in_1 or select or mux_in_2 or mux_in_3 or mux_in_4 or mux_in_5 or mux_in_6 or mux_in_7)
begin
	case (select)
	3'b111: mux_out[W-1:0] = mux_in_7[W-1:0];
	3'b110: mux_out[W-1:0] = mux_in_6[W-1:0];
	3'b101: mux_out[W-1:0] = mux_in_5[W-1:0];
	3'b100: mux_out[W-1:0] = mux_in_4[W-1:0];
	3'b011: mux_out[W-1:0] = mux_in_3[W-1:0];
	3'b010: mux_out[W-1:0] = mux_in_2[W-1:0];
	3'b001: mux_out[W-1:0] = mux_in_1[W-1:0];
	3'b000: mux_out[W-1:0] = mux_in_0[W-1:0];
	endcase
end
endmodule
==> design/flow/run.sh <==
#!/bin/bash
# OpenROAD 26Q1-2900-gdf79404cd8, Yosys 0.63+post, stock flow scripts
make -C /OpenROAD-flow-scripts/flow DESIGN_CONFIG=/design/flow/config.mk WORK_HOME=/design/flow/orfs finish
==> design/flow/config.mk <==
export PLATFORM = sky130hd
export DESIGN_NAME = MUX8to1
export DESIGN_NICKNAME = MUX8to1
export VERILOG_FILES = /design/flow/design.v
export SDC_FILE = /design/flow/constraint.sdc
export NUM_CORES = 4
export LEC_CHECK = 1
export CORE_AREA = 10 10 70 70
export DIE_AREA = 0 0 80 80
==> design/flow/constraint.sdc <==
current_design MUX8to1

set clk_period 2.9
set clk_io_pct 0.2

create_clock -name clk0 -period $clk_period

set non_clock_inputs [all_inputs -no_clocks]
set_input_delay [expr $clk_period * $clk_io_pct] -clock clk0 $non_clock_inputs
set_output_delay [expr $clk_period * $clk_io_pct] -clock clk0 [all_outputs]
==> impl_metrics.sql <==
-- generated from flow reports
INSERT INTO impl_metrics (metric_group, metric, value, unit) VALUES
('status', 'status', 'completed', ''),
('synth', 'synthesis.yosys.warnings', '1', ''),
('worst_setup_path', 'worst_setup_path_type', 'in2out', ''),
('synth', 'yosys-mux-area-fraction', '0.4122', ''),
('floorplanning', 'ioPinCount', '75', ''),
('routing', 'route.antenna.diode_count', '0', ''),
('grt', 'globalRouteOverflowTotal', '0', ''),
('finish', 'fill_cells', '338', ''),
('floorplanning', 'dieWidth', '80', 'µm'),
('finish', 'clock_buffer_count', '0', ''),
('finish', 'final_layout_size_suffix_gt1_frac', '0.1399', ''),
('grt', 'grt_util_all_layers', '0.08728', ''),
('grt', 'grt_max_degree', '13', ''),
('synth', 'area_leaders', 'mux2i_1 (27%), mux2_2 (14%), o22a_1 (13%)', ''),
('timing', 'max_clock_freq', '355.1', 'MHz'),
('routing', 'detail_route.wirelength', '2925', 'µm'),
('synth', 'avgSynthCellArea', '8.292', 'µm²'),
('min_path', 'min_delay_worst_endpoint', 'mux_out[0]', ''),
('power', 'power_per_cell_area', '141.7', 'mW/mm²'),
('min_path', 'holdPathStages', '4', ''),
('floorplanning', 'die_area', '0.006400', 'mm²'),
('grt', 'vias_in_the_first_global_route', '919', ''),
('routing', 'drt-initial-drc-count', '16', ''),
('power', 'p_total', '197.4', 'µW'),
('timing', 'finalHoldViolations', '0', ''),
('synth', 'ys_chip_area', '555.5', 'µm²'),
('routing', 'remaining_drc_errors', '0', ''),
('timing', 'final_min_period_over_clock_period', '0.9710', ''),
('placed_design', 'hpwl_after_detailed_placement', '2574', 'µm'),
('min_path', 'worstHoldPathType', 'in2out', ''),
('floorplanning', 'fp-utilization', '0.1626', ''),
('worst_setup_path', 'start_kind', 'primary input', ''),
('synth', 'yosysCellCount', '67', ''),
('power', 'power.static_leakage', '0.0005333', 'µW'),
('synth', 'adder_share', '0', ''),
('flow_run', 'tool_warnings', '33', ''),
('flow_run', 'max_cap_violations', '0', ''),
('timing', 'final_setup_violation_count', '0', ''),
('worst_setup_path', 'worstSetupEndpointType', 'primary output', ''),
('finish', 'ff_count', '0', ''),
('grt', 'global_route_wire_length_before_repair', '4643', 'µm'),
('placed_design', 'place.port_buffers', '75', ''),
('clock_network', 'cts-hold-fix-buffers', '0', ''),
('timing', 'relative_slew_slack', '0.8028', ''),
('floorplanning', 'placement_rows', '21', ''),
('synth', 'synthDominantAreaCellType', 'mux2i_1', ''),
('worst_setup_path', 'critical_path_arrival', '2.24', 'ns'),
('synth', 'yosys.cell_types.count', '19', ''),
('finish', 'layout.area.seq', '0', 'µm²'),
('clock_network', 'post-cts-setup-buffers', '0', ''),
('timing', 'worst-slew-pin-transition', '0.2953', 'ns'),
('worst_setup_path', 'critical_path_peak_fanout', '9', ''),
('synth', 'syn-cell-area', '555.5', 'µm²'),
('synth', 'yosys-dominant-comb-family', 'multiplexers', ''),
('timing', 'rsz0062_at_grt', 'yes', ''),
('routing', 'drtAntennaViolNets', '0', ''),
('floorplanning', 'core-area', '0.003416', 'mm²'),
('finish', 'multiInputGateArea', '510.5', 'µm²'),
('routing', 'avgViaCountPerCell', '4.317', ''),
('timing', 'maxSlewViolCount', '0', ''),
('routing', 'drtPass1Iterations', '4', ''),
('timing', 'post-route-worst-setup-slack', '0.08411', 'ns'),
('synth', 'xor_share', '0', ''),
('finish', 'layout.cells.most_common', 'clkdlybuf4s50_1', ''),
('synth', 'syn-instance-count', '67', ''),
('min_path', 'launch_point_of_the_worst_hold_path', 'mux_in_7[0]', ''),
('power', 'power.ir.vdd_worst', '0.05063', 'mV'),
('routing', 'wl_per_cell', '15.48', 'µm'),
('synth', 'synth_top_area_share', '0.2703', ''),
('finish', 'mostFrequentLayoutCells', 'clkdlybuf4s50_1 (73), mux2i_1 (15), o22a_1 (8)', ''),
('placed_design', 'global_placer_s_final_weighted_congestion', '0.7866', ''),
('synth', 'ys_seq_share', '0', ''),
('synth', 'post_synth_ao_oa_area_fraction', '0.3716', ''),
('worst_setup_path', 'worstPathRequired', '2.32', 'ns'),
('floorplanning', 'die_h', '80', 'µm'),
('synth', 'synth-simple-area-share', '0.1126', ''),
('finish', 'layout-area-overhead-vs-synth', '150.7', '%'),
('timing', 'layout_min_cycle_time', '2.816', 'ns'),
('routing', 'via_count', '816', ''),
('placed_design', 'place_ws', '-0.04939', 'ns'),
('timing', 'worst_slack_on_hold_paths', '2.101', 'ns'),
('grt', 'antenna_found_initial', '0', '');
-- final cells by class --
cell class	count	share of cell area
well taps	46	0.04133
repair buffers	82	0.5921
multi-input cells	61	0.3666
-- what timing repair did --
action / in CTS / in global routing
pin swaps: 0 / 0
setup endpoints to repair: 8 / 8
resized: 7 / 1
-- cell usage after synthesis --
library cell / n
clkbuf_1: 1
o311ai_1: 1
buf_1: 1
mux2i_1: 15
o22a_1: 8
o221a_2: 1
nor2_1: 6
o211ai_1: 1
a21oi_1: 7
buf_2: 1
a211oi_2: 1
nand3_1: 3
buf_6: 1
o221ai_1: 7
mux2_2: 7
nand2b_1: 3
or2_1: 1
clkbuf_8: 1
buf_12: 1
-- critical path, stage by stage --
cell             delay (ns)
clkdlybuf4s50_1        0.51
buf_4                  0.20
mux2i_1                0.09
o311ai_1               0.22
o22a_1                 0.17
clkdlybuf4s50_1        0.47
-- worst max-delay path by stage --
stage,startpoint,endpoint,slack [ns],cells after the start
after CTS,select[1],mux_out[2],0.004,6
final,select[0],mux_out[2],0.08,6
after global routing,select[0],mux_out[2],-0.01,6
-- through the flow --
stage	setup TNS (ns)	utilization	instances	area, µm²
after floorplan	0	-	67	555.5
after global placement	-0.1557	0.4015	189	1371
after detailed placement	-0.2541	0.4015	189	1371
after CTS	0	0.4070	189	1390
after global routing	-0.01680	0.4077	189	1393
final	0	0.4077	189	1393
-- routing by layer --
layer / part of all wire / track usage / vias to the layer above
met3: 0.082 / 0.02614 / 0
met5: 0 / 0 / -
met4: 0 / 0 / 0
met1: 0.44 / 0.1114 / 350
met2: 0.48 / 0.1493 / 39
li1: - / - / 427
-- cell families after synthesis --
| kind of cell | after synthesis |
|---|---|
| buffers and inverters | 6 |
| AND-OR/OR-AND | 26 |
| multiplexers | 22 |
| AND/OR/NAND/NOR | 13 |
-- where the power goes --
group          total [µW]  switching [µW]  internal (µW)
clock network           0               0              0
registers               0               0              0
logic                 197            53.4            144
total                 197            53.4            144
No activity file was given, so power comes from the tool's default toggle rates.
