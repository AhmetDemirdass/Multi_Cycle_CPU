==> ./design.v <==
module data_instr_memory(clk,ADD,mem_write,WD,RD);
input clk,mem_write;
input [7:0] ADD,WD;
output [19:0] RD;
reg [4:0] MEMORY [255:0];
assign RD = {MEMORY[ADD+3],MEMORY[ADD+2],MEMORY[ADD+1],MEMORY[ADD]};
integer location;
initial 
begin
{MEMORY[3],MEMORY[2],MEMORY[1],MEMORY[0]}     =	20'b1110_00_00010_000_001_000;  
{MEMORY[7],MEMORY[6],MEMORY[5],MEMORY[4]}     =	20'b1110_00_00010_000_010_000;  
{MEMORY[11],MEMORY[10],MEMORY[9],MEMORY[8]}   = 20'b1110_00_10001_000_010_001;  
{MEMORY[15],MEMORY[14],MEMORY[13],MEMORY[12]} = 20'b1110_00_10000_000_001_101;  
{MEMORY[19],MEMORY[18],MEMORY[17],MEMORY[16]} = 20'b1110_00_00101_010_001_000;  
{MEMORY[23],MEMORY[22],MEMORY[21],MEMORY[20]} = 20'b1110_00_10000_000_001_001;  
{MEMORY[27],MEMORY[26],MEMORY[25],MEMORY[24]} = 20'b1110_00_1_0110_000_010_100;  
{MEMORY[31],MEMORY[30],MEMORY[29],MEMORY[28]} = 20'b1110_00_1_0111_000_010_100;  
{MEMORY[35],MEMORY[34],MEMORY[33],MEMORY[32]} = 20'b1110_01_0_1_000_000_010_010;  
{MEMORY[39],MEMORY[38],MEMORY[37],MEMORY[36]} = 20'b1110_01_1_0_000_000_010_010;  
{MEMORY[43],MEMORY[42],MEMORY[41],MEMORY[40]} = 20'b1110_10_0_0_00000000_0100;   
for(location=44; location<256; location=location+1) 
	begin
	MEMORY[location] = 5'b0;
	end
end
always @(posedge clk) 
begin
	if(mem_write) begin
	{MEMORY[ADD + 3],MEMORY[ADD + 2],MEMORY[ADD + 1],MEMORY[ADD]} <= {12'b0, WD};
	end
end
endmodule
==> ./run.sh <==
#!/bin/bash
# OpenROAD 26Q1-2900-gdf79404cd8, Yosys 0.63+post, stock flow scripts
make -C /OpenROAD-flow-scripts/flow DESIGN_CONFIG=/design/flow/config.mk WORK_HOME=/design/flow/orfs finish
==> ./config.mk <==
export PLATFORM = sky130hd
export DESIGN_NAME = data_instr_memory
export DESIGN_NICKNAME = data_instr_memory
export VERILOG_FILES = /design/flow/design.v
export SDC_FILE = /design/flow/constraint.sdc
export NUM_CORES = 4
export LEC_CHECK = 1
export CORE_UTILIZATION = 40
==> ./constraint.sdc <==
current_design data_instr_memory

set clk_period 46.4
set clk_io_pct 0.2

create_clock -name clk0 -period $clk_period [get_ports {clk}]

set non_clock_inputs [all_inputs -no_clocks]
set_input_delay [expr $clk_period * $clk_io_pct] -clock clk0 $non_clock_inputs
set_output_delay [expr $clk_period * $clk_io_pct] -clock clk0 [all_outputs]
==> reports/metrics.yaml <==
async_flop_share_pct: 0
vias_per_cell: 7.642
p_leak_uw: 0.03670
initCoreUtil_pct: 40.31
crit_chain: "clkbuf_8, buf_4, buf_4, xnor2_4, buf_4, buf_4, mux2i_1, a221oi_1, buf_4, a32oi_1, a32oi_1, a211oi_1, o211ai_1, clkdlybuf4s50_1"
dieWidth_um: 511.1
slowest_stage: "a221oi_1"
tns_ns: 0
grt_overflow: 0
synth_stat.cells: 11752
num_vias: 113957
antenna_found_initial: 100
maxSlewHeadroom_pct: -7.840
power_frac_comb_pct: 28.1
cts.clk_slew.worst_paths_ns: 0.06
syn-instance-count: 11752
dr.pass1.iters: 9
cp-start-kind: "input port"
tightest_slew_ns: 1.573
syn_avg_cell_area_um2: 8.820
hpwl_mm: 478.8
numCtsBuffers: 170
cpLargestDelayFamily: "buffers and inverters"
netSwitchingPower_uw: 1497
finalPower_uw: 3971
ff_type: "dfxtp_1"
crit_type: "input port to primary output"
syn_area_um2: 103700
rsz0062_at_grt: "false"
post_cts_buffers: 0
largest_register_ff_count: 1280
yosysSeqAreaShare_pct: 24.72
syn2layout_area_growth_pct: 9.362
ant_nets: 0
crit_fanout: 28
sw_frac_of_total_pct: 37.69
clockBufferDepth: 4
cpMostUsedCell: "buf_4"
grt_max_degree: 101
track_usage_pct: 54.37
num_rows: 186
cap_violations: 3
fmax_mhz: 39.16
violations: "capacitance limit, slew limit"
clkSinkCount: 1280
setup_violations: 0
pwr-share-seq_pct: 36.5
ys_area_um2: 103700
hold_path_class: "flip-flop to flip-flop"
r2r_cells: 2
slew_violations: 28
io_buffers: 37
internal_power_uw: 2474
drc: 0
dr.first_iter.drc_count: 14766
report.final.hold_viol_count: 0
path_depth: 14
wirelength_mm: 690.3
gp_congestion: 1.123
post_drt_wl_per_cell_um: 46.29
synth_warnings: 1
root_buffer: "clkbuf_16"
core-area_um2: 257200
critical_path_buf_inv_count: 7
chip_area_um2: 261200
drive_gt1_share_pct: 19.96
pin_count: 38
cts_hold_buffers: 0
finClkSkew_ns: 0
crit_path_max_incr_delay_ns: 1.20
grt_pass1_wl_mm: 920.7
status: "finished with violations"
log.warning_count: 40
die-height_um: 511.1
synth_cell_types: 93
lay_top_count: "nand2_1"
post-route-period-util_pct: 55.03
cts_tree: "done"
worstPathArrival_ns: 16.26
htreeDepth: 4
irDropWorstVdd_v: 0.00003112
end_kind: "primary output"
post-route-min-period_ns: 25.54
clkPwrFrac_pct: 35.4
layout_top_cells: "nand2_1, dfxtp_1, mux4_2"
ys.flops: 1280
worstPathRequired_ns: 37.12
hold_path_depth: 2
cellPowerDensity_nw_per_um2: 35.03
ctsResizeCount: 0
edf_count: 0
grt_pass1_vias: 103915
insertion_delay_ns: 0.88
## power groups by stage
stage	clock network (uW)	registers, uW	logic (uW)
CTS	1400	1430	1050
global route	1440	1450	1120
finish	1410	1450	1120
## final cells by class
| type | count | area, um^2 |
|---|---|---|
| antenna | 146 | 365.4 |
| clock buffer | 236 | 4893 |
| clock inverter | 61 | 815.8 |
| fill | 23916 | 143800 |
| inverter | 24 | 91.34 |
| multi-input combinational | 9219 | 72750 |
| sequential | 1280 | 25620 |
| tap | 3384 | 4234 |
| timing repair buffer | 562 | 4583 |
## metrics by stage
step                utilization, %  setup WS [ns]  hold slack (ns)  std cells  cell area, um^2
CTS                          43.93          21.34           0.5001      14766           113000
finish                       44.08          20.86           0.5069      14912           113400
global placement             41.71          21.37           0.4841      14469           107300
floorplan                        -          24.00           0.4522      11752           103700
detailed placement           41.71          21.33           0.4916      14469           107300
global route                 43.97          20.86           0.5220      14795           113100
## worst paths after layout
| check | from | end | slack, ns |
|---|---|---|---|
| worst max-delay path | ADD[2] | RD[6] | 20.86 |
| worst min-delay path | MEMORY[179][3] | MEMORY[179][3] | 0.51 |
| worst max register to register | MEMORY[199][2] | MEMORY[199][2] | 45.14 |
| worst min register to register | MEMORY[179][3] | MEMORY[179][3] | 0.51 |
## cell families (layout without fill, tap and decap cells)
family | after synthesis | after routing | synth area share, %
xor+xnor | 16 | 16 | 0.2148
compound gates | 2849 | 2849 | 18.47
simple gates | 4665 | 4665 | 19.14
fa+ha+maj | 9 | 9 | 0.1086
other cells | 0 | 146 | 0
flops | 1280 | 1280 | 24.72
buf+inv | 1253 | 883 | 5.811
mux | 1680 | 1680 | 31.53
## cell usage after synthesis, drive strengths merged (5+ instances only)
cell / count / area (um^2)
nand2: 2122 / 7968
dfxtp: 1280 / 25620
mux4: 1265 / 28490
nor2: 1171 / 4425
o21ai: 904 / 4524
a311oi: 783 / 6858
clkbuf: 692 / 2597
buf: 537 / 3336
nor3: 534 / 2698
nand3: 485 / 2432
a21oi: 411 / 2057
mux2i: 385 / 3854
o21a: 158 / 1186
o22ai: 142 / 894.6
and2: 116 / 750.7
a21o: 95 / 713.2
nand2b: 78 / 488.0
a31oi: 61 / 381.6
a22oi: 48 / 365.3
a32oi: 46 / 402.9
nand4: 37 / 231.5
a221oi: 34 / 297.8
mux2: 30 / 337.8
inv: 24 / 90.09
nor2b: 24 / 150.1
a211oi: 23 / 172.7
a22o: 23 / 201.4
o211ai: 20 / 160.2
nor4: 19 / 118.9
and3: 17 / 106.4
nor3b: 17 / 127.6
a2111oi: 16 / 146.4
or3: 15 / 93.84
o311ai: 13 / 113.9
nand3b: 12 / 102.6
xnor2: 10 / 132.6
a311o: 9 / 90.09
ha: 9 / 112.6
a41oi: 8 / 70.07
o221ai: 8 / 76.32
o2111ai: 7 / 61.31
o31ai: 7 / 52.55
or4: 6 / 45.04
xor2: 6 / 90.08
or2: 5 / 31.28
## tightest hold or removal path: stages (launching register included)
cell	delay [ns]
dfxtp_1	0.34
nand2_1	0.07
a21oi_1	0.06
## routing by layer
metal  up-vias  GRT usage, %  share of wire, %
li1      44306             -                 -
met1     56275         61.21                33
met2     10453         68.38                39
met3      2801         39.69                18
met4       122         43.40               9.8
met5         -         6.247              0.37
Power and IR drop assume default switching activity.
