$ cat /design/flow/config.mk
export PLATFORM = sky130hd
export DESIGN_NAME = ALP
export DESIGN_NICKNAME = ALP
export VERILOG_FILES = /design/flow/design.v
export SDC_FILE = /design/flow/constraint.sdc
export NUM_CORES = 4
export LEC_CHECK = 1
export CORE_UTILIZATION = 40
$ cat /design/flow/constraint.sdc
current_design ALP

set clk_period 5.6
set clk_io_pct 0.2

create_clock -name clk0 -period $clk_period

set non_clock_inputs [all_inputs -no_clocks]
set_input_delay [expr $clk_period * $clk_io_pct] -clock clk0 $non_clock_inputs
set_output_delay [expr $clk_period * $clk_io_pct] -clock clk0 [all_outputs]
$ cat /design/flow/run.sh
#!/bin/bash
# OpenROAD 26Q1-2900-gdf79404cd8, Yosys 0.63+post, stock flow scripts
make -C /OpenROAD-flow-scripts/flow DESIGN_CONFIG=/design/flow/config.mk WORK_HOME=/design/flow/orfs finish
$ cat /design/flow/design.v
module ALP #(parameter W = 8)(A, B, I, F, C_out, OVF, Z, N);
	input signed [7:0] A;
	input signed [7:0] B;
	input [3:0] I;
	output reg C_out, OVF, Z, N;
	output reg [7:0] F;
always @(A, B, I)
	begin
	case(I)
		4'b0000:	begin						 
					{C_out, F} = A + B;
					if (A[7] ~^ B[7])
						OVF = F[7] ^ A[7];
					else
						OVF = 0;
					end
		4'b0001:	begin						 
					{C_out, F} = A - B;
					if ((A[7] ^ B[7]))
						OVF = F[7] ^ A[7];
					else
						OVF = 0;
					end
		4'b0010:	begin					 
					F = 0;
					C_out = 0;
					OVF = 0;
					end
		4'b0011:	begin					 
					F = A & B;
					C_out = 0;
					OVF = 0;
					end
		4'b0100:	begin					 
					F = A | B;
					C_out = 0;
					OVF = 0;
					end
		4'b0101:	begin					 
					F = A ^ B;
					C_out = 0;
					OVF = 0;				
					end
		4'b0110: begin				 
					F = A >> B;
					end
		4'b0111: begin				 
					F = A << B;
					end
		4'b1000: begin				 
					F = A >>> B;
					end
		4'b1001: begin				 
						if(B % 8 == 8'b00000001 )
						begin 
						F = {A[0],A[7:1]};
						end
						else if(B % 8 == 8'b00000010)
						begin
						F = {A[1:0],A[7:2]};
						end
						else if(B % 8 == 8'b00000011)
						begin
						F = {A[2:0],A[7:3]};
						end			
						else if(B % 8 == 8'b00000100)
						begin
						F = {A[3:0],A[7:4]};
						end
						else if(B % 8 == 8'b00000101)
						begin
						F = {A[4:0],A[7:5]};
						end
						else if(B % 8 == 8'b00000110)
						begin
						F = {A[5:0],A[7:6]};
						end			
						else if(B % 8 == 8'b00000111)
						begin
						F = {A[6:0],A[7]};
						end
					end
		4'b1010: begin				 
					if(B % 8 == 8'b00000001 )
						begin 
						F = {A[6:0],A[7]};
						end
						else if(B % 8 == 8'b00000010)
						begin
						F = {A[5:0],A[7:6]};
						end
						else if(B % 8 == 8'b00000011)
						begin
						F = {A[4:0],A[7:5]};
						end			
						else if(B % 8 == 8'b00000100)
						begin
						F = {A[3:0],A[7:4]};
						end
						else if(B % 8 == 8'b00000101)
						begin
						F = {A[2:0],A[7:3]};
						end
						else if(B % 8 == 8'b00000110)
						begin
						F = {A[1:0],A[7:2]};
						end			
						else if(B % 8 == 8'b00000111)
						begin
						F = {A[0],A[7:1]};
						end
					end
	endcase			
	N = F[7];
	Z = (F == 0);
	end
endmodule
==> results.txt <==
flow finished, numbers: area growth from synthesis to layout 26.1%, net load switching power 0.191 mW, Critical Path End Z, Worst Tran Pin Value 0.643 ns, post-synthesis async set-or-reset flop share 0%, total via count in the routed design 3850, Leakage 1.56 nW, Power Dens Cells 91.5 mW/mm^2, Total GRT Usage 37.1%, Setup crit start kind input port, final antenna diode count 0, storage element area 150 um^2, prevailing post-synth register cell dlxtn_1, area share of the leading cell type in the synthesized netlist 10.1%, antenna violation net count after detailed routing 0, average detailed-routed wire length per instance 23.2 um, endpoints failing hold 0, HP Class in2out, required time worst endpoint 4.48 ns, cts-stage hold buffer count 0, Crit Path Class in2out, half-perimeter wire length after placement 10700 um, FP Util 41.2%, max-cap check violation count 0, proportion of power drawn by the clock network 0%, Die Ht 88.2 um, max incr delay on CP 0.50 ns, shortest clock period the worst path allows after layout 5.49 ns, cell type of the slowest stage on the worst timing path clkdlybuf4s50_1, maximum number of pins on one net before global-route repair 40, status finished, final reports clean, post-detailed-routing wire length 13700 um, count of flip-flops with a built-in enable after synthesis 0, fraction of power spent switching nets 55.8%, area occupied by multi-input gates 0.00261 mm^2, stage-log warning count 48, count of input and output buffers 32, Top cell by count, worst path clkdlybuf4s50_1, worst rel slew slack 57.0%, top cell type by total area after synthesis ha_1, overall die area 0.00778 mm^2, count of unclocked register or latch pins 10, I/O pin count 32, number of cells on the critical path 13, post-synthesis cell count 440, Buffers & Inverters on Critical Path 3, yosys warns 1, Arr. time, crit path 4.37 ns, critical hold path startpoint B[1], cell class contributing the biggest share of worst-path delay buffers and inverters, number of endpoints failing setup at the final stage 0, Syn Std Cell Area 0.00297 mm^2, via count of the first global-routing pass 3490, vias per cell 6.53, count of endpoints without a timing constraint 20, CP Cell Sequence clkdlybuf4s50_1 -> inv_1 -> ha_1 -> fa_1 -> o21bai_1 -> a21oi_1 -> xnor2_1 -> o2111ai_1 -> o32a_1 -> nor2_1 -> o211ai_1 -> nor4b_2 -> clkdlybuf4s50_1, share of the clock period used by the worst path 98.1%, RSZ-0062 raised after global routing no, post-CTS repair timing setup buffer count 0, logic gate share of total power 96.8%, critical path peak fanout 3, Worst Setup SP A[0], DRC violation count after routing 0, row count 31, power share of the sequential group 3.2%, end-of-flow core utilization 51.9%, global-route wire length before repair 20900 um, Setup TNS 0 ns, highest achievable clock rate 182 MHz, number of fillers in the final layout 716, gp weighted congestion 1.04, number of cells in Yosys stat 440, post-synthesis cell type count 71, remaining global-route overflow 0, total of flip-flops plus latches after synthesis 10, Area contributors post-synth ha_1 (10%), a21oi_1 (6.7%), dlxtn_1 (5.1%), mux2i_1 (5.1%), nor2_1 (4.2%), drt pass-1 iters 5, Internal Pwr Total 0.152 mW, peak supply drop 0.0000585 V, horizontal extent of the die 88.2 um, average cell area after synthesis 6.75 um^2, number of antenna violations at the first check in global routing 0, DRC marker count from the first detailed-route iteration 422, Critical Path End Type output pin, fraction of layout cells with a size suffix above 1 17.5%, post-synthesis chip area from yosys 0.00297 mm^2, Final Max Slew Viols 0, floorplan core area 0.00721 mm^2
[repair_timing]
| item | 4_1_cts | 5_1_grt |
|---|---|---|
| gates resized | 3 | 14 |
| pin swaps | 2 | 0 |
| setup endpoints to repair | 1 | 1 |
[state kept, by name, indices dropped and copies added (netlist names)]
signal,flops
F,8
C_out,1
OVF,1
[Yosys cell counts (6+ instances only)]
library cell,n
a22oi_1,7
ha_1,24
inv_1,25
nor3_1,14
nor2_1,33
nand2b_1,15
a31oi_1,7
a21oi_1,40
nand2_1,31
a221oi_1,6
nand3_1,14
buf_2,12
mux2i_1,15
and2_1,7
nor4_1,8
a211oi_1,8
o21ai_0,18
nor2b_1,8
dlxtn_1,10
o22ai_1,6
xnor2_1,6
o31ai_1,6
clkbuf_1,21
[cell type report]
type | instances | area share (%)
inverter | 26 | 2.60
multi-input combinational | 366 | 69.7
sequential | 10 | 4.01
tap | 99 | 3.31
timing repair buffer | 89 | 20.4
[per-stage QoR]
step | cell area, um^2 | std cells | hold WS (ns) | power, mW | setup WS (ns)
finish | 3750 | 590 | 3.70 | 0.343 | 0.107
global route | 3750 | 590 | 3.77 | 0.365 | 0.0221
CTS | 3700 | 590 | 3.72 | 0.327 | 0.00612
detailed placement | 3690 | 590 | 3.71 | 0.324 | -0.155
global placement | 3690 | 590 | 3.70 | 0.328 | -0.104
floorplan | 2970 | 440 | 2.66 | 0.191 | 0.678
[power groups by stage]
stage	combinational [mW]	sequential [mW]	clock, mW
final	0.332	0.0110	0
after CTS	0.316	0.0110	0
after global routing	0.354	0.0113	0
[cells in the final DEF (no fill, tap or decap), types with 14 or more instances in the layout]
cell type / synthesis / layout
o21ai_0: 18 / 17
nor3_1: 14 / 14
ha_1: 24 / 22
inv_1: 25 / 25
clkdlybuf4s50_1: 0 / 29
nand2_1: 31 / 31
a21oi_1: 40 / 39
buf_4: 0 / 55
nand2b_1: 15 / 15
nor2_1: 33 / 33
mux2i_1: 15 / 15
nand3_1: 14 / 14
[per-layer routing]
metal | part of all wire (%) | global-route usage [%] | up-vias
li1 | - | - | 1764
met1 | 43 | 57.2 | 1780
met2 | 42 | 52.4 | 269
met3 | 12 | 8.49 | 37
met4 | 2.9 | 8.65 | 0
met5 | 0 | 0 | -
[cells by family (layout without fill, tap and decap cells)]
logic type               Yosys count  in the layout  share of synthesized area (%)
AND-OR/OR-AND                    157            157                           36.7
AND/OR/NAND/NOR                  154            154                           27.4
buffers and inverters             64            115                           8.84
adder cells (fa/ha/maj)           26             26                           11.5
multiplexers                      22             22                           8.46
latches                           10             10                           5.05
XOR/XNOR                           7              7                           2.06
[worst min-delay path by stage]
stage / cells after the start / end / slack, ns
5_1_grt: 8 / Z / 3.77
4_1_cts: 8 / Z / 3.72
6_report: 8 / Z / 3.70
Power is estimated from default activity; no workload was simulated.
